## design/flow/run.sh

```bash
#!/bin/bash
# OpenROAD 26Q1-2900-gdf79404cd8, Yosys 0.63+post, stock flow scripts
make -C /OpenROAD-flow-scripts/flow DESIGN_CONFIG=/design/flow/config.mk WORK_HOME=/design/flow/orfs finish
```

## design/flow/config.mk

```make
export PLATFORM = sky130hd
export DESIGN_NAME = multiplexer
export DESIGN_NICKNAME = multiplexer
export VERILOG_FILES = /design/flow/design.v
export SDC_FILE = /design/flow/constraint.sdc
export NUM_CORES = 4
export LEC_CHECK = 1
export CORE_AREA = 10 10 70 70
export DIE_AREA = 0 0 80 80
```

## design/flow/design.v

```verilog
`timescale 1ns / 100ps
module mux(
    input a,
    input b,
    input sel,
    output out
    );
    wire out;
    assign #(5,5) out = (sel == 0) ? a:b;            
endmodule
`timescale 1ns / 100ps    
module electronic_dice(
	input clk,
	input rst,
	input button,
	output reg [2:0] throw
	);
	always @ (posedge clk or posedge rst) 
		if (rst) 
			throw <= 0;
		else 
			if (button)
				if (throw < 6)  
					throw <= throw + 1;
				else 
					throw <= 1;
			else 
				throw <= throw;
endmodule 
`timescale 1ns / 100ps
module lights (
	input clk,
	output reg red,
	output reg amber,
	output reg green
	);
	always @ (posedge clk) begin
		case({red,amber,green})
			3'b100: begin  
				amber = 1;
			end 
			3'b110: begin  
				red = 0;
				amber = 0; 
				green = 1; 
			end 
			3'b001: begin  
				amber = 1;
				green = 0; 
			end 
			3'b010: begin  
				red = 1;
				amber = 0; 
			end 
			default: begin  
				red = 1;
				amber = 0;
				green = 0; 
			end 
		endcase
	end 
endmodule
`timescale 1ns / 100ps
module multiplexer (
	input rst,
	input clk,
	input button,
	input sel,
	output wire [2:0] result
	);
	wire red;
	wire amber;
	wire green;
	wire [2:0] throw;
	electronic_dice electronic_dice (
		.clk (clk),
		.rst (rst),
		.button (button),
		.throw (throw [2:0])
		);
	lights lights (
		.clk (clk),
		.red (red),
		.amber (amber),
		.green (green)
		);
	mux mux (
		.a (throw[2:0]),
		.b ({red, amber, green}),
		.sel (sel),
		.out (result [2:0])
		);
endmodule
```

## design/flow/constraint.sdc

```tcl
current_design multiplexer

set clk_period 1.6
set clk_io_pct 0.2

create_clock -name clk0 -period $clk_period [get_ports {clk}]

set non_clock_inputs [all_inputs -no_clocks]
set_input_delay [expr $clk_period * $clk_io_pct] -clock clk0 $non_clock_inputs
set_output_delay [expr $clk_period * $clk_io_pct] -clock clk0 [all_outputs]
```

==> results.cfg <==
; synthesis and place-and-route metrics
[die]
initCoreUtil_pct = 9.08
die_area_um2 = 6400
fp.dieW_um = 80
core_area_um2 = 3420
placementRows = 21
io_pins = 7
die_h_um = 80

[routing]
firstDrtPassIters = 2
met1_length_um = 204
top_layer = met4
drt-initial-drc-count = 6
wl_met3_um = 75
routed-wl-met2_um = 208
vias = 206
wire_per_inst_um = 5.99
detail-route-antenna-nets = 0
insertedDiodeCount = 0
drc = 0
wl_um = 497
via_per_inst = 2.48

[critical_path]
cp-end-kind = primary output
worstSetupStartpointType = register
critPathKind = reg2out
worst-path-max-fanout = 2
arrival_ps = 1120
cp.required_ps = 1280

[clocking]
htree_levels = 1
tritoncts = built
cts.path.max_buffers = 2
cts_hold_buffers = 0
cts_made_buffers = 3
clock_sinks = 6
cts_root_buf = clkbuf_4
cts.clk_slew.worst_paths_ps = 50
clk_latency_ps = 240

[global_routing]
antenna_found_initial = 0
grtUsageTotal_pct = 1.72
grt_max_degree = 7
grt_pass1_wl_um = 862
first_global_vias = 211
grt_overflow_total = 0

[sta]
timing.final.crit_share_pct = 89.7
skew_ps = 0.0726
finalSetupViolCount = 0
holdWs_ps = 247
rsz0062_at_grt = false
fin_crit_ps = 1440
worst_slack_ps = 165
finalMaxSlewViolations = 0
max_freq_mhz = 697
finalHoldViolCount = 0

[power_and_ir_drop]
fin_total_pwr_w = 0.000506
p_comb_share_pct = 26.6
swShare_pct = 26.5
total_leakage_power_nw = 0.190
p_sw_w = 0.000134
pwr-share-clk_pct = 30.0
pwr-share-seq_pct = 43.5
power_per_cell_area_nw_per_um2 = 1170
ir_drop_uv = 163
p_int_w = 0.000372

[final_layout]
final_cell_area_um2 = 432
seq_area_um2 = 155
area.combinational_um2 = 133
fin_util_pct = 12.6
fillers = 393
area_growth_pct = 39.1
drive_above_1_share_pct = 18.9

[synth]
syn-mean-instance-area_um2 = 10.7
yosys_area_um2 = 310
netlist_area_um2 = 310
ys_seq_share_pct = 50.0
yosysWarnings = 5
synth_cells = 29
ys_cells = 29
yosysUniqueCellTypes = 21
ys_seq_elements = 6

[job]
warnings = 25
maxCapViolCount = 0

[placement]
portBuffers = 4
place.gp.congestion = 0.743
dp_hpwl_um = 413
place_area_um2 = 389
place_ws_ps = -235

[hold_path]
hold_path.class = in2async

[status]
status = finished clean
## synthesized netlist by cell type
library cell	n	area [um2]
inv_1	1	3.75
edfxtp_1	2	60.1
ha_1	1	12.5
mux2_2	1	11.3
dfxtp_1	1	20.0
and2_1	1	6.26
a21oi_1	2	10.0
nand2_1	1	3.75
dfrtp_1	3	75.1
nor2b_1	1	6.26
conb_1	1	3.75
and3b_1	1	8.76
nand2b_1	2	12.5
or2_0	1	6.26
xor2_1	2	17.5
buf_4	3	22.5
a31oi_1	1	6.26
inv_2	1	3.75
nor2_1	1	3.75
a31o_1	1	8.76
and2b_1	1	7.51
## flip-flops by register name, indices dropped and copies added, names as in the netlist
register               count
electronic_dice.throw      3
lights.amber               1
lights.green               1
lights.red                 1
## worst paths after layout
kind	to	start	cells past startpoint	slack, ps
worst max-delay path	result[0]	lights.green	2	160
worst min-delay path	electronic_dice.throw[2]	rst	2	250
worst max register to register	electronic_dice.throw[2]	electronic_dice.throw[0]	4	460
worst min register to register	electronic_dice.throw[2]	electronic_dice.throw[2]	1	480
max in group asynchronous	electronic_dice.throw[1]	rst	2	1230
min in group clk0	electronic_dice.throw[2]	electronic_dice.throw[2]	1	480
## critical path, cell delays in order, from the launching register on
cell	delay (ps)
edfxtp_1	370
mux2_4	260
dlygate4sd2_1	230
## power groups by stage
stage | clock [W] | sequential, W | combinational, W
finish | 0.000152 | 0.000220 | 0.000134
global route | 0.000173 | 0.000227 | 0.000154
CTS | 0.000159 | 0.000221 | 0.000137
## cell families (layout without fill, tap and decap cells)
| kind of cell | Yosys count | in the layout | share of synthesized area, % |
|---|---|---|---|
| AOI/OAI and AO/OA | 4 | 4 | 8.07 |
| xor gates and xnor gates | 2 | 2 | 5.65 |
| adders and majority gates | 1 | 1 | 4.03 |
| buffers and inverters | 5 | 12 | 9.67 |
| DFF | 6 | 6 | 50.0 |
| muxes | 1 | 1 | 3.63 |
| other | 1 | 2 | 1.21 |
| and+or+nand+nor | 9 | 9 | 17.7 |
## final cells by class
type / instances / area share [%]
Multi-Input combinational cell: 19 / 30.7
Inverter: 2 / 1.74
Clock buffer: 4 / 6.09
Timing Repair Buffer: 6 / 12.2
Sequential cell: 6 / 35.9
Tap cell: 46 / 13.3
## through the flow
| step | setup TNS [ps] | cells |
|---|---|---|
| after CTS | 0 | 83 |
| after global routing | 0 | 83 |
| after floorplan | 0 | 30 |
| final | 0 | 83 |
| after global placement | -243 | 77 |
| after detailed placement | -235 | 77 |
## what timing repair did
action                                  CTS  global route
buffers inserted                          2             0
resized                                   3             0
endpoints found under the setup margin    1             0
## routing by layer
layer | vias to the layer above | GRT usage [%]
li1 | 106 | -
met4 | 0 | 0.704
met2 | 6 | 2.33
met5 | - | 0
met3 | 2 | 1.70
met1 | 92 | 1.75
## cells in the final DEF, fill, tap and decap left out, types with 2 or more instances in the layout
| cell type | netlist | final |
|---|---|---|
| clkdlybuf4s50_1 | 0 | 2 |
| edfxtp_1 | 2 | 2 |
| dfrtp_1 | 3 | 3 |
| xor2_1 | 2 | 2 |
| a21oi_1 | 2 | 2 |
| buf_4 | 3 | 2 |
| clkbuf_4 | 0 | 3 |
| dlygate4sd2_1 | 0 | 2 |
| conb_1 | 1 | 2 |
| nand2b_1 | 2 | 2 |
Power is estimated from default activity; no workload was simulated.
